**flow/design.v**
```verilog
module lcd(
   input clock,
	input rst,
	input [255:0]data,
	output reg LCD_RS,
	output LCD_RW,
	output LCD_EN,
	output reg [7:0] LCD_DATA,
	output reg check
);
	parameter	INIT_STATE	=	0;	 
	parameter	LOAD_STATE	=	1;	 
	parameter	PUSH_STATE	=	2;	 
	parameter	IDLE_STATE	=	3;	 
	reg [5:0] index;
	reg [2:0] state;
	reg dispClock;
   reg [25:0]counter;
	always @(posedge dispClock or posedge rst) begin
		if (rst == 1'b1) begin
			index <= 0;
			state <= INIT_STATE;
		end
		else begin
			case (state)
				INIT_STATE: begin
					index <= 0;
					state <= LOAD_STATE;
				end
				LOAD_STATE: begin
					state <= (index > 36 ? IDLE_STATE : PUSH_STATE);
				end
				PUSH_STATE: begin
					index <= index + 1;
					state <= LOAD_STATE;
				end
				IDLE_STATE : begin
					state <= IDLE_STATE;
				end
				default: begin
					index <= 0;
					state <= INIT_STATE;
				end
			endcase
		end
	end
	assign LCD_EN = (state == PUSH_STATE);
	assign LCD_RW = 0;
	always @(*) begin
		case (index)
				  0: {LCD_RS, LCD_DATA} = {1'b0, 8'b0011_1000};		 
				  1: {LCD_RS, LCD_DATA} = {1'b0, 8'b0000_0110};		 
				  2: {LCD_RS, LCD_DATA} = {1'b0, 8'b0000_0001};		 
				  3: {LCD_RS, LCD_DATA} = {1'b1,  data[255:248]};  
				  4: {LCD_RS, LCD_DATA} = {1'b1,  data[247:240]};	 
				  5: {LCD_RS, LCD_DATA} = {1'b1,  data[239:232]};
				  6: {LCD_RS, LCD_DATA} = {1'b1,  data[231:224]};
				  7: {LCD_RS, LCD_DATA} = {1'b1,  data[223:216]};
				  8: {LCD_RS, LCD_DATA} = {1'b1,  data[215:208]};
				  9: {LCD_RS, LCD_DATA} = {1'b1,  data[207:200]};
				 10: {LCD_RS, LCD_DATA} = {1'b1,  data[199:192]};
				 11: {LCD_RS, LCD_DATA} = {1'b1,  data[191:184]};
				 12: {LCD_RS, LCD_DATA} = {1'b1,  data[183:176]};
				 13: {LCD_RS, LCD_DATA} = {1'b1,  data[175:168]};
				 14: {LCD_RS, LCD_DATA} = {1'b1,  data[167:160]};
				 15: {LCD_RS, LCD_DATA} = {1'b1,  data[159:152]};
				 16: {LCD_RS, LCD_DATA} = {1'b1,  data[151:144]};
				 17: {LCD_RS, LCD_DATA} = {1'b1,  data[143:136]};
				 18: {LCD_RS, LCD_DATA} = {1'b1,  data[135:128]};
				 19: {LCD_RS, LCD_DATA} = {1'b0, 8'b1100_0000};		 
				 20: {LCD_RS, LCD_DATA} = {1'b1,  data[127:120]};
				 21: {LCD_RS, LCD_DATA} = {1'b1,  data[119:112]};
				 22: {LCD_RS, LCD_DATA} = {1'b1,  data[111:104]};
				 23: {LCD_RS, LCD_DATA} = {1'b1,  data[103:96]};
				 24: {LCD_RS, LCD_DATA} = {1'b1,  data[95:88]};
				 25: {LCD_RS, LCD_DATA} = {1'b1,  data[87:80]};
				 26: {LCD_RS, LCD_DATA} = {1'b1,  data[79:72]};
				 27: {LCD_RS, LCD_DATA} = {1'b1,  data[71:64]};
				 28: {LCD_RS, LCD_DATA} = {1'b1,  data[63:56]};
				 29: {LCD_RS, LCD_DATA} = {1'b1,  data[55:48]};
				 30: {LCD_RS, LCD_DATA} = {1'b1,  data[47:40]};
				 31: {LCD_RS, LCD_DATA} = {1'b1,  data[39:32]};
				 32: {LCD_RS, LCD_DATA} = {1'b1,  data[31:24]};
				 33: {LCD_RS, LCD_DATA} = {1'b1,  data[23:16]};
				 34: {LCD_RS, LCD_DATA} = {1'b1,  data[15:8]};
				 35: {LCD_RS, LCD_DATA} = {1'b1,  data[7:0]};
			default: {LCD_RS, LCD_DATA} = {1'b0, 8'b1000_0000};		 
		endcase 
	end
	always @(posedge clock or posedge rst) begin
	if (rst == 1'b1)
		begin
			counter = 26'd0;
			dispClock = 1'b0;
		end
	else
		begin
		    counter = counter + 1'b1;
		if (counter == 26'd100_000)
			begin
				counter = 26'd0;
				dispClock = ~dispClock;
			end
	end
end
endmodule 
```
**flow/run.sh**
```bash
#!/bin/bash
# OpenROAD 26Q1-2900-gdf79404cd8, Yosys 0.63+post, stock flow scripts
make -C /OpenROAD-flow-scripts/flow DESIGN_CONFIG=/design/flow/config.mk WORK_HOME=/design/flow/orfs finish
```
**flow/config.mk**
```make
export PLATFORM = sky130hd
export DESIGN_NAME = lcd
export DESIGN_NICKNAME = lcd
export VERILOG_FILES = /design/flow/design.v
export SDC_FILE = /design/flow/constraint.sdc
export NUM_CORES = 4
export LEC_CHECK = 1
export CORE_AREA = 10 10 147 147
export DIE_AREA = 0 0 157 157
```
**flow/constraint.sdc**
```tcl
current_design lcd

set clk_period 4.9
set clk_io_pct 0.2

create_clock -name clk0 -period $clk_period [get_ports {clock}]

set non_clock_inputs [all_inputs -no_clocks]
set_input_delay [expr $clk_period * $clk_io_pct] -clock clk0 $non_clock_inputs
set_output_delay [expr $clk_period * $clk_io_pct] -clock clk0 [all_outputs]
```
==> job_summary.md <==
### Yosys + OpenROAD results

| Metric | Value |
|---|---|
| Outcome | complete, no violations |
| CTS Hold Buffers Added | 0 |
| Final wirelength | ~26 mm |
| Grt met2 use | between 30% and 40% |
| Share of cells above drive strength 1 | under 10% |
| FP Rows | about 50 |
| Count of tool warnings | 28 |
| Crit path largest cell delay | roughly 0.55 ns |
| # setup viols final | 0 |
| WL per Instance | between 20 and 30 µm |
| Avg Inst Size Synth | about 7.7 µm² |
| Worst hold path type | reg -> reg |
| Leak | 2.51 nW |
| Top cells excl fill/tap | clkdlybuf4s50_1, a22oi_1, nor2_1 |
| CTS max path bufs | 2 |
| Fin util | between 30 and 40% |
| Skew final | 0.00328 ns |
| Maximum vdd drop | about 110 µV |
| Ys cells | between 400 and 500 |
| Synth cell types | 54 |
| Remaining Overflow, GRT | 0 |
| Vias | around 5,200 |
| Clk root buf | clkbuf_16 |
| GPL Wtd Cong | about 1.0 |
| Yosys chip area | 3750 µm² |
| CTS HTree Levels | 1 |
| Design Area, Final | ~6800 µm² |
| Residual DRC count | 0 |
| Area leader share | 24.0% |
| CTS tree | yes |
| Slowest cell on crit path | or4_1 |
| Max-cap violation count | 0 |
| Crit Path Max Fanout | 1 |
| PD cells | slightly above 90 nW/µm² |
| Post-DRT Antenna Nets | 0 |
| Worst-path cell chain | clkdlybuf4s50_1 -> a22oi_1 -> o22ai_1 -> a221oi_1 -> nand3_1 -> or4_1 -> clkdlybuf4s50_1 |
| Die area | ~25,000 µm² |
| Seq share, synth | 24.7% |
| Met3 Resource Use GR | 6.09% |
| Met1 Use GR | 21.8% |
| Cell mode on critical path | clkdlybuf4s50_1 |
| RSZ-0062 raised after global routing | false |
| TritonCTS Buffers | 3 |
| Buf/Inv on CP | 2 |
| Area delta synth->final | 80.3% |
| WS Path Type | in -> out |
| Fmax | 244 MHz |
| Top FF cell, synth | dfrtp_1 |
| Startpoint Class | primary input |
| Most numerous logic cell after layout | clkdlybuf4s50_1 |
| Core Region | between 15,000 and 20,000 µm² |
| Vias in the first global route | between 5,000 and 6,000 |
| Worst-margin pin slew | between 0.9 and 1 ns |
| Final hold slack | 0.494 ns |
| Final hold vios | 0 |
| CTS resizes | 0 |
| First-pass GRT wire length | 36.0 mm |
| Largest net degree at the start of global routing | 38 |
| Clk ins delay skew pair | about 0.26 ns |
| Async SR Flop Fraction | 100% |
| Initial Util | between 20% and 30% |
| Io pins | between 200 and 300 |
| DR vias/cell | between 5 and 6 |
| Post-synth EDFFs | 0 |
| 1st-pass router iterations | 5 |
| Register pins left without a clock | 10 |
| Synth flops | 37 |
| DRT iter0 DRCs | between 400 and 500 |
| Fin crit period | 4.09 ns |
| HPWL after DPL | 22.1 mm |
| Die Height | approximately 160 µm |
| IO Port Bufs | roughly 270 |
| Global route hottest layer | met2 |
| CP top delay family | buffers and inverters |
| Endpoints left unconstrained | 11 |
| CP endpoint kind | output port |
| Worst Path Arrival | roughly 3.1 ns |
| Cell area after synthesis | between 3000 and 4000 µm² |
| Most area-hungry cell type in the Yosys netlist | dfrtp_1 |
| Post-DP Area | 6660 µm² |
| Die X | around 160 µm |
| Synth warnings | 2 |
| Antenna violations before repair | 11 |
| Max-slew violation count | 0 |
| Worst-path clk slew | approximately 0.06 ns |
| Final period utilization | 83.6% |
| Top area cell types | dfrtp_1, a22oi_1, nor2_1 |
| Setup TNS Final | 0 ns |
| GRT Overall Usage | around a fifth |
| Req. time, crit path | 3.92 ns |
| Setup bufs post-CTS | 0 |
| Slew margin rel. | between 30% and 40% |
| Syn Inst Count | between 400 and 500 |
metrics by stage:
stage          setup slack (ns)  instances  power, mW
2_1_floorplan              1.96        487      0.237
3_3_place_gp              0.805        969      0.449
3_5_place_dp              0.799        969      0.451
4_1_cts                   0.799        973      0.638
5_1_grt                   0.686        981      0.658
6_report                  0.806        982      0.631
routing by layer:
layer  routed length [µm]  part of all wire (%)
met5                   44                  0.17
met3                 2670                    10
met2                13400                    51
met4                 1290                   4.9
met1                 8860                    34
power breakdown:
part	total [mW]	internal, mW	switching, mW
Clock	0.183	0.111	0.0715
Combinational	0.225	0.181	0.0439
Sequential	0.223	0.223	0
logic make-up after synthesis:
group                    count (synthesis)  share of synthesized area [%]
multiplexers                             7                           1.94
other                                    1                          0.100
buffers and inverters                   34                           3.84
flip-flops                              37                           24.7
XOR/XNOR                                31                           7.44
AND/OR/NAND/NOR                        207                           27.8
adder cells (fa/ha/maj)                  5                           1.67
AND-OR/OR-AND                          163                           32.4
synth_stat cells (all sizes together), types with 5 or more instances:
library cell	instances
o21ai	16
nor3	11
clkbuf	19
a221oi	23
a21oi	16
or3	6
a22oi	65
inv	9
mux2i	5
nor4	5
nor2b	8
xnor2	18
nand2	44
and2	6
xor2	13
o22ai	5
nor2	60
a22o	18
ha	5
buf	6
nand3	21
nand4	27
and3	5
dfrtp	36
worst register-to-register path, delay by kind of cell (launching register included):
kind | cells | cell delay [ns]
muxes | 1 | 0.36
AOI/OAI and AO/OA | 2 | 0.85
xor gates and xnor gates | 1 | 0.11
DFF | 1 | 0.43
and+or+nand+nor | 3 | 1.01
registers in the layout, summed over array words and instances, names as in the netlist:
register / cells
counter: 26
dispClock: 1
index: 6
state: 4
final cells by class:
class                   count  area (µm²)
inverters                   9        33.8
well taps                 234         293
repair buffers            273        2720
diodes                      9        22.5
flip-flops and latches     37         927
multi-input cells         416        2690
clock buffers               4        78.8
fillers                  1949       11800
worst paths after layout:
kind	end	startpoint	cells past startpoint	slack, ns
max	LCD_DATA[0]	data[40]	7	0.81
min	counter[0]$_DFF_PP0_	counter[0]$_DFF_PP0_	1	0.49
max reg2reg	dispClock$_DFFE_PP0N_	counter[8]$_DFF_PP0_	7	2.00
min reg2reg	counter[0]$_DFF_PP0_	counter[0]$_DFF_PP0_	1	0.49
max in group asynchronous	dispClock$_DFFE_PP0N_	rst	3	3.44
min in group asynchronous	counter[23]$_DFF_PP0_	rst	3	1.13
Power figures rest on the tool's default switching activity, not on a simulated workload.
