`/design/flow/design.v`:
```
module lcd_control(
   input clock,
	input rst,
	input [255:0]data,
	output reg LCD_RS,
	output LCD_RW,
	output LCD_EN,
	output reg [7:0] LCD_DATA,
	output reg check
);
	parameter	INIT_STATE	=	0;	 
	parameter	LOAD_STATE	=	1;	 
	parameter	PUSH_STATE	=	2;	 
	parameter	IDLE_STATE	=	3;	 
	reg [5:0] index;
	reg [2:0] state;
	reg dispClock;
   reg [25:0]counter;
	always @(posedge dispClock or posedge rst) begin
		if (rst == 1'b1) begin
			index <= 0;
			state <= INIT_STATE;
		end
		else begin
			case (state)
				INIT_STATE: begin
					index <= 0;
					state <= LOAD_STATE;
				end
				LOAD_STATE: begin
					state <= (index > 36 ? IDLE_STATE : PUSH_STATE);
				end
				PUSH_STATE: begin
					index <= index + 1;
					state <= LOAD_STATE;
				end
				IDLE_STATE : begin
					state <= IDLE_STATE;
				end
				default: begin
					index <= 0;
					state <= INIT_STATE;
				end
			endcase
		end
	end
	assign LCD_EN = (state == PUSH_STATE);
	assign LCD_RW = 0;
	always @(*) begin
		case (index)
				  0: {LCD_RS, LCD_DATA} = {1'b0, 8'b0011_1000};		 
				  1: {LCD_RS, LCD_DATA} = {1'b0, 8'b0000_0110};		 
				  2: {LCD_RS, LCD_DATA} = {1'b0, 8'b0000_0001};		 
				  3: {LCD_RS, LCD_DATA} = {1'b1,  data[255:248]};  
				  4: {LCD_RS, LCD_DATA} = {1'b1,  data[247:240]};	 
				  5: {LCD_RS, LCD_DATA} = {1'b1,  data[239:232]};
				  6: {LCD_RS, LCD_DATA} = {1'b1,  data[231:224]};
				  7: {LCD_RS, LCD_DATA} = {1'b1,  data[223:216]};
				  8: {LCD_RS, LCD_DATA} = {1'b1,  data[215:208]};
				  9: {LCD_RS, LCD_DATA} = {1'b1,  data[207:200]};
				 10: {LCD_RS, LCD_DATA} = {1'b1,  data[199:192]};
				 11: {LCD_RS, LCD_DATA} = {1'b1,  data[191:184]};
				 12: {LCD_RS, LCD_DATA} = {1'b1,  data[183:176]};
				 13: {LCD_RS, LCD_DATA} = {1'b1,  data[175:168]};
				 14: {LCD_RS, LCD_DATA} = {1'b1,  data[167:160]};
				 15: {LCD_RS, LCD_DATA} = {1'b1,  data[159:152]};
				 16: {LCD_RS, LCD_DATA} = {1'b1,  data[151:144]};
				 17: {LCD_RS, LCD_DATA} = {1'b1,  data[143:136]};
				 18: {LCD_RS, LCD_DATA} = {1'b1,  data[135:128]};
				 19: {LCD_RS, LCD_DATA} = {1'b0, 8'b1100_0000};		 
				 20: {LCD_RS, LCD_DATA} = {1'b1,  data[127:120]};
				 21: {LCD_RS, LCD_DATA} = {1'b1,  data[119:112]};
				 22: {LCD_RS, LCD_DATA} = {1'b1,  data[111:104]};
				 23: {LCD_RS, LCD_DATA} = {1'b1,  data[103:96]};
				 24: {LCD_RS, LCD_DATA} = {1'b1,  data[95:88]};
				 25: {LCD_RS, LCD_DATA} = {1'b1,  data[87:80]};
				 26: {LCD_RS, LCD_DATA} = {1'b1,  data[79:72]};
				 27: {LCD_RS, LCD_DATA} = {1'b1,  data[71:64]};
				 28: {LCD_RS, LCD_DATA} = {1'b1,  data[63:56]};
				 29: {LCD_RS, LCD_DATA} = {1'b1,  data[55:48]};
				 30: {LCD_RS, LCD_DATA} = {1'b1,  data[47:40]};
				 31: {LCD_RS, LCD_DATA} = {1'b1,  data[39:32]};
				 32: {LCD_RS, LCD_DATA} = {1'b1,  data[31:24]};
				 33: {LCD_RS, LCD_DATA} = {1'b1,  data[23:16]};
				 34: {LCD_RS, LCD_DATA} = {1'b1,  data[15:8]};
				 35: {LCD_RS, LCD_DATA} = {1'b1,  data[7:0]};
			default: {LCD_RS, LCD_DATA} = {1'b0, 8'b1000_0000};		 
		endcase 
	end
	always @(posedge clock or posedge rst) begin
	if (rst == 1'b1)
		begin
			counter = 26'd0;
			dispClock = 1'b0;
		end
	else
		begin
		    counter = counter + 1'b1;
		if (counter == 26'd100_000)
			begin
				counter = 26'd0;
				dispClock = ~dispClock;
			end
	end
end
endmodule 
```
`/design/flow/run.sh`:
```
#!/bin/bash
# OpenROAD 26Q1-2900-gdf79404cd8, Yosys 0.63+post, stock flow scripts
make -C /OpenROAD-flow-scripts/flow DESIGN_CONFIG=/design/flow/config.mk WORK_HOME=/design/flow/orfs finish
```
`/design/flow/config.mk`:
```
export PLATFORM = sky130hd
export DESIGN_NAME = lcd_control
export DESIGN_NICKNAME = lcd_control
export VERILOG_FILES = /design/flow/design.v
export SDC_FILE = /design/flow/constraint.sdc
export NUM_CORES = 4
export LEC_CHECK = 1
export CORE_UTILIZATION = 30
```
`/design/flow/constraint.sdc`:
```
current_design lcd_control

set clk_period 8.2
set clk_io_pct 0.2

create_clock -name clk0 -period $clk_period [get_ports {clock}]

set non_clock_inputs [all_inputs -no_clocks]
set_input_delay [expr $clk_period * $clk_io_pct] -clock clk0 $non_clock_inputs
set_output_delay [expr $clk_period * $clk_io_pct] -clock clk0 [all_outputs]
```
==> impl_results.html <==
<p>Metrics extracted from the flow reports.</p>
<table>
<tr><th>Metric</th><th>Value</th></tr>
<tr><th colspan="2">GRT</th></tr>
<tr><td>Total routing resource utilization after global routing</td><td>between 30% and 40%</td></tr>
<tr><td>Largest net degree at the start of global routing</td><td>38</td></tr>
<tr><td>Number of antenna violations at the first check in global routing</td><td>5</td></tr>
<tr><td>Highest-utilization routing layer at the global route stage</td><td>met2</td></tr>
<tr><td>Met2 Track Usage GR</td><td>56.46%</td></tr>
<tr><td>Global-route met1 utilization</td><td>54.67%</td></tr>
<tr><td>Remaining Overflow, GRT</td><td>0</td></tr>
<tr><td>First-pass GRT wire length</td><td>34290 um</td></tr>
<tr><td>GRT met3 Usage</td><td>10.40%</td></tr>
<tr><td>Number of global-route vias before repair</td><td>between 5000 and 6000</td></tr>
<tr><th colspan="2">Synth</th></tr>
<tr><td>Mapped Cells</td><td>approximately 490</td></tr>
<tr><td>Area share of and-or/or-and cells after synthesis</td><td>~32%</td></tr>
<tr><td>Largest type area fraction</td><td>between 20 and 25%</td></tr>
<tr><td>Comb area leader</td><td>AND-OR/OR-AND gates</td></tr>
<tr><td>Post-synthesis share of cell area spent on xor and xnor gates</td><td>around 7.4%</td></tr>
<tr><td>Fraction of registers with async set/reset</td><td>100.0%</td></tr>
<tr><td>Post-Syn Area</td><td>about 0.0037 mm2</td></tr>
<tr><td>Warnings from Yosys</td><td>2</td></tr>
<tr><td>Commonest cells post-synth</td><td>sky130_fd_sc_hd__a22oi_1, sky130_fd_sc_hd__nor2_1, sky130_fd_sc_hd__nand2_1</td></tr>
<tr><td>Top-count cell post-synth</td><td>sky130_fd_sc_hd__a22oi_1</td></tr>
<tr><td>Dominant register cell in the synthesized netlist</td><td>sky130_fd_sc_hd__dfrtp_1</td></tr>
<tr><td>Cells in synth_stat.txt</td><td>485</td></tr>
<tr><td>Chip area in the Yosys report</td><td>around 0.0037 mm2</td></tr>
<tr><td>Top area cell types</td><td>sky130_fd_sc_hd__dfrtp_1, sky130_fd_sc_hd__a22oi_1, sky130_fd_sc_hd__nor2_1, sky130_fd_sc_hd__a221oi_1, sky130_fd_sc_hd__nand4_1</td></tr>
<tr><td>Simple-Gate Fraction of Synth Area</td><td>27.84%</td></tr>
<tr><td>Post-synthesis sequential area ratio</td><td>approximately a quarter</td></tr>
<tr><td>Top cell type by total area after synthesis</td><td>sky130_fd_sc_hd__dfrtp_1</td></tr>
<tr><td>Count of flip-flops with a built-in enable after synthesis</td><td>0</td></tr>
<tr><td>Multiplexer share of the synthesized area</td><td>1.936%</td></tr>
<tr><td>Number of storage elements in the synthesis netlist</td><td>37</td></tr>
<tr><td>Arithmetic-cell share of the synthesized area counting full adders, half adders and majority gates</td><td>about 1.7%</td></tr>
<tr><td>Number of library cell types mapped by synthesis</td><td>around 54</td></tr>
<tr><td>Synth Area per Inst</td><td>7.729 um2</td></tr>
<tr><th colspan="2">Final timing</th></tr>
<tr><td>Final critical path time including I/O delays and setup</td><td>5.625 ns</td></tr>
<tr><td>Setup repair after global routing missed its margin</td><td>false</td></tr>
<tr><td>Total of endpoints with negative setup slack in the final report</td><td>0</td></tr>
<tr><td>Share of the clock period used by the worst path</td><td>between 60% and 70%</td></tr>
<tr><td>Final max-slew violation count</td><td>0</td></tr>
<tr><td>Clock tree skew after final layout</td><td>between 0.003 and 0.004 ns</td></tr>
<tr><td>Number of hold-slack violations in the final timing report</td><td>0</td></tr>
<tr><td>Endpoints left unconstrained</td><td>11</td></tr>
<tr><td>Achievable frequency</td><td>about 0.18 GHz</td></tr>
<tr><td>Tightest slew margin relative to the limit</td><td>a little under two fifths</td></tr>
<tr><td>Number of register pins that no clock reaches</td><td>10</td></tr>
<tr><td>Total Negative Setup Slacks</td><td>0 ns</td></tr>
<tr><td>Transition time of the tightest slew-check pin</td><td>roughly 0.94 ns</td></tr>
<tr><th colspan="2">Cells and area</th></tr>
<tr><td>Relative area change from synthesis to final layout</td><td>77.64%</td></tr>
<tr><td>Number of standard cells in the layout, taps in and fillers out</td><td>between 900 and 1000</td></tr>
<tr><td>Final Instance Area</td><td>0.006659 mm2</td></tr>
<tr><td>Footprint of the multi-input gates</td><td>approximately 0.0027 mm2</td></tr>
<tr><td>Fraction of final layout cells sized beyond drive strength 1</td><td>approximately 2.8%</td></tr>
<tr><td>Register area</td><td>about 930 um2</td></tr>
<tr><td>Final core utilization</td><td>a little over half</td></tr>
<tr><td>Final-layout fill cell count</td><td>around 1100</td></tr>
<tr><th colspan="2">Setup path</th></tr>
<tr><td>Cells along the critical path</td><td>clkdlybuf4s50_1 &gt; nor2b_1 &gt; mux2i_1 &gt; nor4b_1 &gt; a21oi_1 &gt; nand4_1 &gt; nor4_1 &gt; o21ai_0 &gt; clkdlybuf4s50_1</td></tr>
<tr><td>Crit Path Class</td><td>primary input to output pin</td></tr>
<tr><td>Nature of the critical path startpoint</td><td>primary input</td></tr>
<tr><td>Crit path largest cell delay</td><td>about 0.47 ns</td></tr>
<tr><td>Most common cell on crit path</td><td>sky130_fd_sc_hd__clkdlybuf4s50_1</td></tr>
<tr><td>Maximum fanout count along the critical path</td><td>1</td></tr>
<tr><td>Worst EP arrival</td><td>3.98 ns</td></tr>
<tr><td>WP data required</td><td>roughly 6.6 ns</td></tr>
<tr><td>Crit end category</td><td>output pin</td></tr>
<tr><td>Library cell contributing the largest single delay on the critical path</td><td>sky130_fd_sc_hd__nor4_1</td></tr>
<tr><th colspan="2">Run</th></tr>
<tr><td>Tool Warnings</td><td>28</td></tr>
<tr><td>Max-cap viol count</td><td>0</td></tr>
<tr><th colspan="2">Die</th></tr>
<tr><td>Die Y-Extent</td><td>113.8 um</td></tr>
<tr><td>FP Core Util</td><td>30.95%</td></tr>
<tr><td>Site row count</td><td>about 40</td></tr>
<tr><td>Chip Width</td><td>about 110 um</td></tr>
<tr><td># IOs</td><td>approximately 270</td></tr>
<tr><td>Area of the die</td><td>0.01295 mm2</td></tr>
<tr><td>Core Box Area</td><td>approximately 0.012 mm2</td></tr>
<tr><th colspan="2">Pwr</th></tr>
<tr><td>Switching Fraction</td><td>20.93%</td></tr>
<tr><td>Switching component of the power</td><td>between 80 and 90 uW</td></tr>
<tr><td>Leakage power of the design</td><td>2.504 nW</td></tr>
<tr><td>Clk pwr share</td><td>28.4%</td></tr>
<tr><td>Relative contribution of sequential cells to total power</td><td>~34%</td></tr>
<tr><td>Cell internal pwr</td><td>~310 uW</td></tr>
<tr><td>Cell Pwr Density</td><td>slightly below 60 mW/mm2</td></tr>
<tr><td>Comb pwr share</td><td>37.4%</td></tr>
<tr><td>Worst-case vdd ir drop</td><td>~0.12 mV</td></tr>
<tr><td>Total power</td><td>390.1 uW</td></tr>
<tr><th colspan="2">Detailed routing</th></tr>
<tr><td>Wirelength, routed</td><td>between 20000 and 25000 um</td></tr>
<tr><td>Number of DRC violations after detailed-routing iteration 0</td><td>about 690</td></tr>
<tr><td>Drt wl/cell</td><td>roughly 27 um</td></tr>
<tr><td>Detailed Routing Iterations Pass 1</td><td>8</td></tr>
<tr><td>Vias per inst</td><td>between 5 and 6</td></tr>
<tr><td>DRC violation count after routing</td><td>0</td></tr>
<tr><td>Antenna-violating nets left</td><td>0</td></tr>
<tr><td>Vias after detailed routing</td><td>5444</td></tr>
<tr><th colspan="2">Place</th></tr>
<tr><td>DP Cell Count</td><td>around 900</td></tr>
<tr><td>Sum of net half-perimeters after detailed placement</td><td>roughly 20000 um</td></tr>
<tr><td>Buffers added on ports</td><td>about 270</td></tr>
<tr><td>Post-detailed-placement cell area</td><td>between 0.006 and 0.007 mm2</td></tr>
<tr><td>Gp weighted congestion</td><td>roughly 1.0</td></tr>
<tr><th colspan="2">CTS</th></tr>
<tr><td>Clk root buf</td><td>sky130_fd_sc_hd__clkbuf_16</td></tr>
<tr><td>Total CTS buffers</td><td>3</td></tr>
<tr><td>Post-CTS Hold Buffers</td><td>0</td></tr>
<tr><td>Insertion delay at the late pin of the worst-skew pair</td><td>~0.26 ns</td></tr>
<tr><td>H-tree levels</td><td>1</td></tr>
<tr><td>Post-CTS Resized</td><td>0</td></tr>
<tr><td>Clock tree from TritonCTS</td><td>yes</td></tr>
<tr><td>Number of buffers on the longest clock path</td><td>2</td></tr>
<tr><td>Buffers inserted by post-CTS timing repair</td><td>0</td></tr>
<tr><td>Clock-pin slew on the worst setup and hold paths</td><td>0.07 ns</td></tr>
<tr><th colspan="2">Worst hold path</th></tr>
<tr><td>Path class of the lowest-slack min-delay path</td><td>flip-flop to flip-flop</td></tr>
<tr><th colspan="2">Status</th></tr>
<tr><td>Status</td><td>finished, final reports clean</td></tr>
</table>
[flip-flops by register name, indices dropped and copies added, names as in the netlist]
name	count
counter	26
index	6
state	4
dispClock	1
[through the flow]
step	hold WS, ns	setup slack, ns
final	0.4924	2.575
after global routing	0.5142	2.457
after CTS	0.4904	2.586
after detailed placement	0.4727	2.596
after global placement	0.4686	2.581
after floorplan	0.4507	3.939
[final timing paths]
path | startpoint | endpoint | slack [ns] | cells after the start
setup / recovery | data[223] | LCD_DATA[7] | 2.58 | 9
max in group asynchronous | rst | counter[20] | 6.10 | 3
setup reg to reg | counter[8] | dispClock | 5.24 | 7
hold / removal | counter[6] | counter[6] | 0.49 | 1
min in group asynchronous | rst | dispClock | 1.79 | 3
hold reg to reg | counter[6] | counter[6] | 0.49 | 1
[power by group through the flow]
stage	clock network, mW	registers [mW]	logic [mW]
CTS	0.111	0.133	0.144
global route	0.117	0.133	0.151
finish	0.111	0.133	0.146
[cells by family (layout without fill, tap and decap cells)]
logic type / after synthesis / in the layout
XOR/XNOR: 31 / 31
adder cells (fa/ha/maj): 5 / 5
AND-OR/OR-AND: 163 / 163
multiplexers: 7 / 7
flip-flops: 37 / 37
other: 1 / 7
AND/OR/NAND/NOR: 207 / 207
buffers and inverters: 34 / 285
[layer usage]
layer	part of all wire [%]	up-vias
li1	-	2403
met3	12	49
met1	40	2562
met4	3.4	0
met2	44	430
met5	0	-
[layout make-up]
| class | instances | area share, % |
|---|---|---|
| inverters | 9 | 0.5073 |
| clock inverters | 1 | 0.1127 |
| flip-flops and latches | 37 | 13.92 |
| multi-input cells | 416 | 40.32 |
| clock buffers | 3 | 1.127 |
| diodes | 4 | 0.1503 |
| repair buffers | 272 | 40.70 |
| well taps | 168 | 3.157 |
[layout by cell type (no fill, tap or decap), types with 5 or more instances in the layout]
master / instances
sky130_fd_sc_hd__a21oi_1: 16
sky130_fd_sc_hd__a221oi_1: 23
sky130_fd_sc_hd__a22o_1: 18
sky130_fd_sc_hd__a22oi_1: 65
sky130_fd_sc_hd__and2_1: 6
sky130_fd_sc_hd__buf_4: 5
sky130_fd_sc_hd__clkdlybuf4s50_1: 267
sky130_fd_sc_hd__dfrtp_1: 36
sky130_fd_sc_hd__ha_1: 5
sky130_fd_sc_hd__inv_1: 9
sky130_fd_sc_hd__mux2i_1: 5
sky130_fd_sc_hd__nand2_1: 44
sky130_fd_sc_hd__nand3_1: 19
sky130_fd_sc_hd__nand4_1: 27
sky130_fd_sc_hd__nor2_1: 60
sky130_fd_sc_hd__nor2b_1: 8
sky130_fd_sc_hd__nor3_1: 11
sky130_fd_sc_hd__o21ai_0: 16
sky130_fd_sc_hd__o22ai_1: 5
sky130_fd_sc_hd__or3_1: 6
sky130_fd_sc_hd__xnor2_1: 18
sky130_fd_sc_hd__xor2_1: 12
[worst max-delay path: cells and delay by family]
kind                   cells  cell delay (ns)
and+or+nand+nor            4             0.83
buffers and inverters      2             0.93
AOI/OAI and AO/OA          2             0.40
muxes                      1             0.20
Power figures rest on the tool's default switching activity, not on a simulated workload.
